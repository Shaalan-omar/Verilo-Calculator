[design.v]
module BinaryCounter #(parameter n = 3) (input clk, reset,
 output reg [n-1:0] count);
always @(posedge clk, posedge reset) begin
if (reset == 1)begin
    count <= 0;
end
    else
    count <= count + 1;
end
endmodule
module ClkDivider #(parameter n = 50000000)(input clk, rst,
output reg clk_out);
reg [31:0] count;
always @(posedge(clk), posedge(rst))
begin
    if(rst == 1) begin
        count <= 32'b0;
        clk_out <= 1'b0;
    end
    else begin 
        if(count >= (n-1)) begin
            count <= 32'b0;
        clk_out <= ~clk_out;
    end
    else begin
        clk_out <= clk_out;
        count <= count + 1;
        end
    end
end
endmodule
module Decoder2x4(input [1:0] a, output reg [3:0] y);
always @(*) begin
case(a)
2'b00 : y = 4'b1110;
2'b01 : y = 4'b1101;
2'b10 : y = 4'b1011;
2'b11 : y = 4'b0111;
endcase
end
endmodule
module Mux4x1(input [1:0] s, input [7:0] a, b, c, d, output reg [7:0] out);
always @(a, b, c, d, s)
begin
case(s)
    2'b00 : out = a;
    2'b01 : out = b;
    2'b10 : out = c;
    2'b11 : out = d;
endcase
end
endmodule
module SevenSegmentDecoder(input[3:0] in, input showPoint, output reg[7:0] out);
always @(*) begin
  case(in)
    4'd0: out <= 8'b00000011;
    4'd1: out <= 8'b10011111;
    4'd2: out <= 8'b00100101;
    4'd3: out <= 8'b00001101;
    4'd4: out <= 8'b10011001;
    4'd5: out <= 8'b01001001;
    4'd6: out <= 8'b01000001;
    4'd7: out <= 8'b00011111;
    4'd8: out <= 8'b00000001;
    4'd9: out <= 8'b00001001;
    4'd10: out <= 8'b11111101;  
    default: out <= 8'b11111111;  
  endcase
    if(showPoint == 0)
      out[0] <= 1;
end
endmodule
module SevenSegementShower(input[3:0] digit1, 
input [3:0]digit2, 
input [3:0]digit3, 
input [3:0]digit4, 
input clk, 
input reset,
input showPoint,
output [7:0]ss, 
output [3:0]enables);
wire [7:0] ss1, ss2, ss3, ss4;
wire [1:0] select;
wire clk_out;
ClkDivider #(500000)c(clk, reset, clk_out);  
BinaryCounter #(2)ctr(clk_out, reset, select);  
SevenSegmentDecoder d1(digit1, 0, ss1);
SevenSegmentDecoder d2(digit2, 0, ss2);
SevenSegmentDecoder d3(digit3, showPoint, ss3);
SevenSegmentDecoder d4(digit4, 0, ss4);
Mux4x1 multiplexer (select, ss1, ss2, ss3, ss4, ss);
Decoder2x4 dec(select, enables);
endmodule
[run.sh]
#!/bin/bash
# OpenROAD 26Q1-2900-gdf79404cd8, Yosys 0.63+post, stock flow scripts
make -C /OpenROAD-flow-scripts/flow DESIGN_CONFIG=/design/flow/config.mk WORK_HOME=/design/flow/orfs finish
[config.mk]
export PLATFORM = sky130hd
export DESIGN_NAME = SevenSegementShower
export DESIGN_NICKNAME = SevenSegementShower
export VERILOG_FILES = /design/flow/design.v
export SDC_FILE = /design/flow/constraint.sdc
export NUM_CORES = 4
export LEC_CHECK = 1
export CORE_UTILIZATION = 30
[constraint.sdc]
current_design SevenSegementShower

set clk_period 4.7
set clk_io_pct 0.2

create_clock -name clk0 -period $clk_period [get_ports {clk}]

set non_clock_inputs [all_inputs -no_clocks]
set_input_delay [expr $clk_period * $clk_io_pct] -clock clk0 $non_clock_inputs
set_output_delay [expr $clk_period * $clk_io_pct] -clock clk0 [all_outputs]
==> summary.txt <==
flow finished, numbers: WL final 4550 um, FF-to-FF Start c.count[0], pwr dens 191 nW/um^2, Chip Width 93.6 um, Simple Share, Synth 18.8%, Skew-Pair Late Insertion Delay 0.28 ns, Synth Seq Share 34.8%, Antenna Cells 0, Mapped Area 2520 um^2, layout cells sized above 1 5.05%, cell count of the worst reg-to-reg path 5, post-DP HPWL 3430 um, DR WL/cell 10.8 um, initial antenna violation count 0, Hold Path Cell Cnt 1, Worst Setup Start Kind primary input, endpoints left unconstrained 6, Die Size 8770 um^2, post-CTS setup buffers 0, yosys warns 8, status complete, no violations, first-pass GRT wire length 8090 um, actual slew at the worst max-slew pin 0.681 ns, Synth flops 35, Core Rows 33, Combinational Power Share 15.4%, most frequent cells in the layout dfrtp_1 (35), ha_1 (31), clkdlybuf4s50_1 (28), inv_1 (25), nor2_1 (25), R2R Path End c.count[18], gate count after technology mapping 279, min Tclk post-route 4.12 ns, CP max stage delay 0.63 ns, Slew Viols, Final 0, synthesis area per yosys 2520 um^2, placed cell area 2940 um^2, met1 wire length 2340 um, Final Cycle Share 87.6%, r2r setup slk 2.70 ns, Worst path slowest cell clkdlybuf4s50_1, setup slack after layout 0.582 ns, cell internal pwr 0.000436 W, initial DRC count 73, GP Congestion 0.836, CP Max Fanout 8, PortBufs 28, RSZ-0062 raised after global routing false, # Cells Yosys 279, main kind of combinational logic by area simple AND/OR/NAND/NOR gates, min-delay src c.count[0], Finish-stage setup viols 0, Die Span Y 93.6 um, Ports 31, Synth Area in XOR/XNOR 4.87%, DRT antenna net count 0, Overall Global Routing Usage 11.5%, Top Metal Used met4, Synth Flop Type dfrtp_1, TNS Setup 0 ns, sw frac 24.5%, Worst-path clk slew 0.06 ns, post-CTS sizing 0, core area 8180 um^2, EDFF count, synth 0, worst path cell trace clkdlybuf4s50_1 -> inv_1 -> ha_1 -> o21ai_0 -> nand2_1 -> a222oi_1 -> a21oi_1 -> clkdlybuf4s50_1, Hold Crit Class register to register, asr flop ratio synth 100%, area fraction in compound gates 16.4%, Pre-Repair DR Iteration Count 4, max cap viols 0, CTS Buf Count 5, FA/HA/MAJ Cells, Area Fraction 15.4%, Avg Synthesized Cell Area 9.03 um^2, Cell Type Count 47, tool warnings 51, Layout area overhead 19.9%, Final Hold Fails 0, leakage 1.29 nW, met3 WL 218 um, Final Cell Area 3020 um^2, Crit path arrival time 3.18 ns, number of global-route vias before repair 1831, root buffer cell clkbuf_8, largest net degree at the start of global routing 36, H-tree levels 2, fp_density 30.8%, dominant logic cell type in the layout dfrtp_1, register pins left without a clock 2, Synth mux share 3.73%, metal2 WL 1940 um, total number of vias 1983, CTS tree done, Post-Route Skew 0.00234 ns, gr ovfl total 0, Setup crit end kind output port, Max VDD drop 0.225 mV, Hold Path End c.count[0], clock power share 34.2%, most used cell, CP clkdlybuf4s50_1, DRC violations left 0, Longest Clk Path Bufs 2, Req. time, crit path 3.76 ns, hold_buf cts 0, crit path kind primary input to output port, via density per instance 4.70, Sequential Power Share 50.4%, dpl ws 0.616 ns, relative slew slack 54.6%, net load switching power 0.000142 W, max frequency 243 MHz
layout make-up:
cell class | instances | area, um^2
clock inverter | 2 | 10.0
tap | 105 | 131
timing repair buffer | 29 | 288
inverter | 26 | 97.6
sequential | 35 | 876
multi-input combinational | 219 | 1540
clock buffer | 6 | 72.6
fill | 846 | 5160
synth_stat cells (2+ instances only):
cell	n	share of area (%)
dfrtp_1	35	35
ha_1	31	15
inv_1	25	3.7
nor2_1	25	3.7
o21ai_0	23	4.6
nand2b_1	15	3.7
nand2_1	13	1.9
a21oi_1	12	2.4
clkbuf_1	9	1.3
xnor2_1	9	3.1
o221ai_1	7	2.4
mux2i_1	6	2.4
nand4_1	6	1.5
nor3_1	6	1.2
nor4_1	5	1.2
xor2_1	5	1.7
nand3_1	4	0.79
a211oi_1	3	0.89
mux2_2	3	1.3
o21bai_1	3	0.89
a222oi_1	2	0.79
a41oi_1	2	0.70
and3_1	2	0.50
conb_1	2	0.30
o21a_1	2	0.60
or3_1	2	0.50
or4_1	2	0.60
stage by stage:
stage	power, W	cells	hold slack [ns]	utilization [%]
6_report	0.000578	422	0.477	36.9
3_5_place_dp	0.000386	414	0.475	35.9
3_3_place_gp	0.000385	414	0.467	35.9
4_1_cts	0.000588	422	0.484	36.9
2_1_floorplan	0.000347	291	0.454	-
5_1_grt	0.000613	422	0.501	36.9
power by group through the flow:
stage                 clock network (W)  logic [W]  registers, W
after CTS                      0.000207  0.0000898      0.000291
after global routing           0.000219   0.000102      0.000292
final                          0.000198  0.0000890      0.000291
critical path, delay by kind of cell:
family | cells | cell delay [ns]
simple gates | 1 | 0.07
buf+inv | 3 | 1.19
fa+ha+maj | 1 | 0.31
compound gates | 3 | 0.66
logic make-up after synthesis:
logic type               count (synthesis)
AND/OR/NAND/NOR                         87
buffers and inverters                   37
XOR/XNOR                                14
flip-flops                              35
other                                    2
AND-OR/OR-AND                           64
adder cells (fa/ha/maj)                 31
multiplexers                             9
registers in the layout, summed over array words and instances (netlist names):
name       count
c.count       32
ctr.count      2
c.clk_out      1
layer usage:
metal / track usage, % / vias up
li1: - / 1035
met1: 17.9 / 904
met5: 0 / -
met4: 1.03 / 0
met2: 17.8 / 38
met3: 1.90 / 6
how the worst max path moves through the flow:
| stage | to | startpoint | cells past startpoint | slack, ns |
|---|---|---|---|---|
| 6_report | ss[6] | digit3[1] | 8 | 0.58 |
| 5_1_grt | ss[6] | digit2[1] | 8 | 0.46 |
| 4_1_cts | ss[6] | digit3[1] | 8 | 0.61 |
No activity file was given, so power comes from the tool's default toggle rates.
